`run.sh`:
```
#!/bin/bash
# OpenROAD 26Q1-2900-gdf79404cd8, Yosys 0.63+post, stock flow scripts
make -C /OpenROAD-flow-scripts/flow DESIGN_CONFIG=/design/flow/config.mk WORK_HOME=/design/flow/orfs finish
```
`config.mk`:
```
export PLATFORM = sky130hd
export DESIGN_NAME = booth
export DESIGN_NICKNAME = booth
export VERILOG_FILES = /design/flow/design.v
export SDC_FILE = /design/flow/constraint.sdc
export NUM_CORES = 4
export LEC_CHECK = 1
export CORE_UTILIZATION = 50
```
`constraint.sdc`:
```
current_design booth

set clk_period 151.3
set clk_io_pct 0.2

create_clock -name clk0 -period $clk_period

set non_clock_inputs [all_inputs -no_clocks]
set_input_delay [expr $clk_period * $clk_io_pct] -clock clk0 $non_clock_inputs
set_output_delay [expr $clk_period * $clk_io_pct] -clock clk0 [all_outputs]
```
`design.v`:
```
module booth #(parameter N = 32) (multiplicand2, multiplier2, product);
input  [31:0] multiplicand2;
input  [31:0] multiplier2; 
output reg [63:0] product;
reg q0;  
reg [31 : 0] accumlator;
reg [31:0] multiplicand, multiplier; 
integer  n;
always @(*) begin
    for ( n = 32  ; n >= 0 ; n=n-1)begin 
        if (n == N ) begin 
	        product = 64'b0; 
            accumlator = 32'b0; 
            q0 = 1'b0; 
            multiplicand = multiplicand2; 
            multiplier = multiplier2; 
        end 
        if (n == 0) begin 
        product = {accumlator, multiplier}; 
        end else begin 
             if ({multiplier[0], q0} === 2'b01) begin 
            accumlator = accumlator + multiplicand; 
            end else if ({multiplier[0], q0} === 2'b10)begin
            accumlator = accumlator - multiplicand; 
            end
            {accumlator, multiplier,q0 } = {accumlator[31] ,accumlator, multiplier} ;
        end
    end 
end
endmodule
```
==> changes_impl.md <==
### Metrics

* Cell internal pwr at 27000 uW
* Sequential Area at 0 um2
* Final wirelength at 620000 um
* Crit. End Element: primary output
* Pleak at approximately 0.053 uW
* Initial core utilization at 50.5%
* Synth top area share at 20.9%
* Final period util at approximately 83%
* Crit path required time at approximately 120 ns
* CP peak stage delay at 1.06 ns
* Distinct cells, synth at about 120
* First-pass GRT wire length at 886000 um
* Status: completed
* Iter 0 DRT Violations at 15600
* Hold crit path type: input pin to primary output
* Die height at 480 um
* IO Port Bufs at 128
* Switching part of the total at 56.6%
* Register share after synthesis at 0%
* Max_slew headroom at between 10% and 20%
* Clock Buffer Count at 0
* Seq cells at 0
* Via density at 6.88
* Setup TNS at 0 ns
* Pwr/cell area at 518 nW/um2
* Core area at 226000 um2
* Hold buffer count at cts at 0
* RSZ-0062 raised after global routing: false
* Yosys warning tally at 1
* Tool warning count at 951
* WHS at 61.34 ns
* # Cells Yosys at 17900
* DR pass1 iterations at 9
* Critical Path Slowest Stage Cell: a2111oi_1
* Number of global-route vias before repair at 129000
* Setup CP Type: input pin to primary output
* Max VDD drop at between 0.003 and 0.004 V
* NetSw at 35200 uW
* Ratio of cells with drive above 1 in the final layout at 5.83%
* Max Cap Viol at 0
* Synthesized area per cell at ~6.4 um2
* Synthesized cell area at 114000 um2
* Utilization after layout at a little over half
* Post-layout min period at 125.88 ns
* DRT antenna net count at 0
* Grt ovf at 0
* Hold path depth at 4
* Routability congestion estimate from global placement at 1.14
* Least-Margin Pin Slew at 1.30 ns
* Startpoint types: input pin
* Post-CTS Resized at 0
* Initial antenna violation count at ~70
* Final hold vios at 0
* CP arrival at 95.62 ns
* Buffer count from post-CTS setup fixing at 0
* Most used cell, CP: a21oi_1
* DR vias at between 100k and 150k
* Max Slew Vio Count at 0
* Dpl hpwl at 477000 um
* Die X at 480 um
* Post-synth top area cell: ha_1
* Largest net degree at the start of global routing at 57
* Critical-path maximum fanout at 25
* Chip area in the Yosys report at 114000 um2
* Endpoints failing setup at 0
* Fmax at 7.94 MHz
* Area delta synth->final at 5.22%
* Chip area at 230000 um2
* Worst Hold Path EP: product[0]
* Residual DRC at 0
* # IOs at about 130
* WL/cell at around 30 um
* Synth Instances at about 18000
* GRT Util Overall at 52.9%
* Hold Path Origin: multiplicand2[0]
* Row count at 174
* Top cells by area: ha_1 (21%), a21oi_1 (8.7%), o21ai_0 (6.9%)
==> cell usage after synthesis (all sizes together), types with 62 or more instances <==
cell,count
or3,148
o21a,297
nand4,62
a22oi,175
a31oi,205
a21oi,1992
o21bai,408
buf,114
a22o,96
a221oi,190
o221ai,128
a221o,117
xnor2,494
xor2,191
nor2,1985
and3,147
a21boi,149
nor2b,173
o211ai,184
o22ai,312
a21o,334
inv,1387
and2,161
a211oi,181
o21ai,1595
nand3,307
nor4,80
nand2,1376
o31ai,141
fa,62
nand2b,201
nor3,525
ha,1902
or2,134
clkbuf,779
==> metrics by stage <==
stage                     power (uW)  setup WS (ns)  area, um2  std cells
after floorplan                51800          39.58     114000      17900
after global placement         61400          27.64     120000      20600
after detailed placement       61100          28.45     120000      20600
after CTS                      61200          28.15     120000      20600
after global routing           66900          22.38     120000      20700
final                          62200          25.42     120000      20700
==> kinds of logic after synthesis <==
kind of cell,Yosys count,share of synthesized area [%]
xor+xnor,690,5.53
mux,95,0.935
fa+ha+maj,1964,22.0
buf+inv,2298,7.61
compound gates,7319,41.8
simple gates,5490,22.2
==> critical path: cells and delay by family <==
| kind | cells | cell delay [ns] |
|---|---|---|
| buffers and inverters | 26 | 4.90 |
| AND/OR/NAND/NOR | 52 | 10.62 |
| adder cells (fa/ha/maj) | 30 | 11.72 |
| multiplexers | 2 | 0.52 |
| AND-OR/OR-AND | 134 | 36.05 |
| XOR/XNOR | 8 | 1.25 |
==> cells in the final DEF (no fill, tap or decap), types with 78 or more instances in the layout <==
master	Yosys	layout
a211oi_1	180	180
a21boi_0	148	147
a21o_1	334	334
a21oi_1	1991	1991
a221o_1	117	117
a221oi_1	188	188
a22o_1	96	96
a22oi_1	175	175
a31oi_1	204	204
and2_1	161	161
and3_1	147	147
buf_4	5	592
ha_1	1902	1902
inv_1	1375	1349
nand2_1	1375	1375
nand2b_1	201	201
nand3_1	305	305
nor2_1	1981	1968
nor2b_1	173	171
nor3_1	524	524
nor4_1	78	78
o211ai_1	183	183
o21a_1	297	297
o21ai_0	1576	1576
o21bai_1	408	408
o221ai_1	127	127
o22ai_1	312	312
o31ai_1	139	139
or2_2	132	132
or3_1	148	148
xnor2_1	486	486
xor2_1	187	187
==> metal layers <==
| metal | part of all wire, % | routed length [um] | global-route usage (%) |
|---|---|---|---|
| met3 | 12 | 74700 | 17.3 |
| met4 | 13 | 81200 | 54.8 |
| met1 | 34 | 211000 | 58.9 |
| met2 | 41 | 253000 | 76.8 |
| met5 | 0.11 | 682 | 1.72 |
==> worst max-delay path by stage <==
| stage | depth (start not counted) | slack, ns | to | from |
|---|---|---|---|---|
| CTS | 256 | 28.15 | product[62] | multiplicand2[1] |
| global route | 254 | 22.38 | product[62] | multiplicand2[0] |
| finish | 252 | 25.42 | product[62] | multiplicand2[0] |
==> layout make-up <==
type / count / area [um2]
inverters: 1405 / 5330
multi-input cells: 15600 / 105000
diodes: 75 / 188
well taps: 2992 / 3740
fillers: 23100 / 106000
repair buffers: 692 / 5310
Power is estimated from default activity; no workload was simulated.
