[/design/flow/run.sh]
#!/bin/bash
# OpenROAD 26Q1-2900-gdf79404cd8, Yosys 0.63+post, stock flow scripts
make -C /OpenROAD-flow-scripts/flow DESIGN_CONFIG=/design/flow/config.mk WORK_HOME=/design/flow/orfs finish
[/design/flow/config.mk]
export PLATFORM = sky130hd
export DESIGN_NAME = regFileTask1
export DESIGN_NICKNAME = regFileTask1
export VERILOG_FILES = /design/flow/design.v
export SDC_FILE = /design/flow/constraint.sdc
export NUM_CORES = 4
export LEC_CHECK = 1
export CORE_AREA = 10 10 70 70
export DIE_AREA = 0 0 80 80
[/design/flow/constraint.sdc]
current_design regFileTask1

set clk_period 1.3
set clk_io_pct 0.2

create_clock -name clk0 -period $clk_period [get_ports {clk}]

set non_clock_inputs [all_inputs -no_clocks]
set_input_delay [expr $clk_period * $clk_io_pct] -clock clk0 $non_clock_inputs
set_output_delay [expr $clk_period * $clk_io_pct] -clock clk0 [all_outputs]
[/design/flow/design.v]
module regFileTask1 #(parameter noOfSelectors = 3, RegSize = 16)
 	(rst, write_enable,read_enable,  write_data,read_data, read_addr,write_addr, clk);
input  read_enable,write_enable,rst,clk;   
input [noOfSelectors - 1:0] read_addr, write_addr;  
input [RegSize - 1:0] write_data;  
output reg [RegSize - 1:0] read_data;   
reg   selectors [0:7];  
wire [RegSize - 1: 0] dataOut[7:0]; 
reg [RegSize - 1: 0] dataIn[7:0]; 
genvar generateLoopCntr; 
generate
for(generateLoopCntr= 0 ; generateLoopCntr< 8; generateLoopCntr= generateLoopCntr+ 1)
 register r (.dataIn (dataIn[generateLoopCntr]) , .dataOut (dataOut[generateLoopCntr]), .enable(selectors[generateLoopCntr]), .write_enable (write_enable), .rst (rst)); 
endgenerate
integer i;
always @(posedge clk) begin
    for( i = 0 ; i < 8 ; i = i + 1) begin 
        selectors[i] = 1'b0;
    end
    if (rst == 1) begin 
        for( i = 0 ; i < 8; i= i + 1 ) begin 
            selectors[i] = 1'b1 ;
        end
    end else if(write_enable == 0 && read_enable == 1 )  begin  
        read_data = dataOut[read_addr];  
    end else if (write_enable == 1 && read_enable == 0) begin   
        dataIn[write_addr] = write_data;  
        selectors[write_addr] = 1'b1;
    end else if (write_enable == 1 && read_enable ==1 ) begin 
            read_data[read_addr] = dataOut[read_addr]; 
            dataIn[write_addr] = write_data; 
            selectors[write_data] = 1; 
    end 
end
endmodule 
module register #(parameter noOfBits  = 16)
                       (dataIn, dataOut, enable, write_enable, rst) ;
input enable,write_enable, rst; 
input wire [noOfBits - 1 : 0] dataIn; 
output reg [noOfBits - 1 : 0]dataOut ;
reg [noOfBits - 1 : 0] ownReg;
assign dataOut = ownReg; 
always @(posedge clk) begin
    if(rst == 1 && enable == 1) begin
        ownReg = 0 ; 
    end
       else if(write_enable == 1 && enable == 1) begin 
            ownReg = dataIn; 
        end else begin 
	end
end
endmodule
==> flow_metrics.rpt <==
==== FLOW RESULTS ====
----------------------------------------------------
[Outcome]
  Result of the run ........................ finished clean

[Global route]
  Leftover overflow at the end of global routing ........................ 0
  Combined global-route utilization of all metal layers ........................ 4.18%
  Pin count of the biggest net entering global routing ........................ 10
  Initial antenna violation count ........................ 0
  Global-route wire length before repair ........................ 2130 microns
  Vias in the first global route ........................ 436

[Critical path]
  Max stage delay cell, worst path ........................ sky130_fd_sc_hd__nor4b_4
  Crit path arrival time ........................ 1.22 ns
  Crit start category ........................ primary input
  Critical path's largest stage delay ........................ 0.29 ns
  Max Fanout on Critical Path ........................ 6
  Cells along the critical path ........................ dlygate4sd2_1 > inv_2 > ha_4 > nor4b_4 > a21boi_1
  Crit. End Element ........................ flip-flop
  Crit-path leading delay family ........................ buffers and inverters
  Crit path DRT ........................ 1.29 ns
  Critical path buffer and inverter count ........................ 2
  Worst setup path category ........................ in2reg

[Hold path]
  Class of the tightest hold or removal check ........................ reg2reg

[Routing]
  Number of design rule violations left after detail routing ........................ 0
  DRC marker count from the first detailed-route iteration ........................ 24
  Post-DR vias/cell ........................ 3.38
  Overall routed net length ........................ 1240 microns
  Via count ........................ 389
  Wire length per cell ........................ 10.8 microns
  First-pass iteration count of the detailed router ........................ 4
  Antenna violation net count after detailed routing ........................ 0
  Antenna Cells ........................ 0

[Finish]
  Fill cell instance count of the final layout ........................ 375
  Dominant logic cell type in the layout ........................ sky130_fd_sc_hd__dlygate4sd2_1
  Final Util ........................ 25.4%
  Combinational Area ........................ 320 sq um
  Share of final-layout standard cells stronger than drive strength 1 ........................ 34.8%
  Area occupied by registers ........................ 270 sq um
  Max FFs per register ........................ 9
  Commonest non-fill, non-tap cells in the layout ........................ sky130_fd_sc_hd__dlygate4sd2_1, sky130_fd_sc_hd__edfxtp_1, sky130_fd_sc_hd__conb_1
  Final standard cell area without fillers ........................ 867 sq um
  Relative area change from synthesis to final layout ........................ 45.6%

[Synth]
  Yosys cell count ........................ 48
  Part of the Yosys area used for sequential elements ........................ 45.4%
  FF+latch count, synth ........................ 9
  Syn Std Cell Area ........................ 596 sq um
  Proportion of netlist area held by the largest area contributor ........................ 45.4%
  Instance tally after logic synthesis ........................ 48
  Number of library cell types mapped by synthesis ........................ 17
  Avg Cell Area, Syn ........................ 12.4 sq um
  Cell type with the largest total area ........................ sky130_fd_sc_hd__edfxtp_1
  Main area contributors ........................ sky130_fd_sc_hd__edfxtp_1, sky130_fd_sc_hd__a221oi_2, sky130_fd_sc_hd__buf_4
  Total number of yosys warnings ........................ 12
  Area of the synthesized netlist per yosys stat ........................ 596 sq um

[Power]
  Max rail drop VDD ........................ 0.330 mV
  Power density over cell area ........................ 790 nW/um^2
  Static Leakage ........................ 0.360 nW

[Clock network]
  Later-pin clock latency in the skew report ........................ 0.25 ns
  CTS tree ........................ built
  Cell at the root of the clock tree ........................ sky130_fd_sc_hd__clkbuf_4
  Total number of clock tree sinks ........................ 9
  Post-CTS setup buffer count ........................ 0
  Clock transition at the registers of the reported paths ........................ 0.05 ns
  Worst-case clock buffer depth ........................ 2
  CTS Hold Buffers Added ........................ 0
  Clock buffer count from CTS ........................ 3
  Deepest level of the CTS H-tree ........................ 1

[Floorplanning]
  Chip Width ........................ 80 microns
  Chip footprint ........................ 6400 sq um
  Die Y ........................ 80 microns
  Std cell rows ........................ 21
  I/O pin total ........................ 42
  Core box area ........................ 3420 sq um
  Core utilization before placement ........................ 17.4%

[Timing]
  Period utilization ........................ 94.0%
  Setup violators final ........................ 0
  RSZ-0062 raised after global routing ........................ false
  Max Fclk ........................ 0.818 GHz
  Slack of the critical path ........................ 0.0782 ns
  Layout Skew ........................ 0 ns
  Count of final hold-check violations ........................ 0
  Max-slew violations ........................ 0
  Final period demand of the worst path ........................ 1.22 ns

[Flow run]
  Number of warnings the tools reported ........................ 48
  Tally of max-capacitance violations ........................ 0

[Placed design]
  Placed wire-length estimate after detailed placement ........................ 1010 microns
  Placement Cell Area ........................ 786 sq um
  Placement-stage worst setup slack ........................ -0.600 ns
  Count of input and output buffers ........................ 14
  Last weighted congestion value of the routability-driven placer ........................ 0.724

----------------------------------------------------
## timing repair
action	4_1_cts	5_1_grt
setup endpoints to repair	18	4
gates resized	24	1
pin swaps	4	1
## final cells by class
type | instances | share of cell area, %
flip-flops and latches | 9 | 31.2
clock buffers | 4 | 3.03
inverters | 6 | 2.60
multi-input cells | 30 | 36.9
well taps | 46 | 6.64
repair buffers | 20 | 19.6
## cell families (layout without fill, tap and decap cells)
logic type	Yosys count	after routing	share of synthesized area, %
xor gates and xnor gates	2	2	2.94
AOI/OAI and AO/OA	9	9	16.4
DFF	9	9	45.4
adders and majority gates	3	3	6.30
other	1	7	0.630
and+or+nand+nor	9	9	12.0
buffers and inverters	15	30	16.4
## worst paths after layout
| kind | startpoint | to | slack (ns) | cells after the start |
|---|---|---|---|---|
| setup / recovery | read_addr[1] | read_data[0] | 0.08 | 5 |
| hold / removal | read_data[5] | read_data[5] | 0.60 | 1 |
| setup reg to reg | read_data[0] | read_data[0] | 0.51 | 1 |
| hold reg to reg | read_data[5] | read_data[5] | 0.60 | 1 |
## synth_stat cells
cell,instances
sky130_fd_sc_hd__nor4b_2,1
sky130_fd_sc_hd__nor4_1,1
sky130_fd_sc_hd__nor4bb_1,1
sky130_fd_sc_hd__nor2b_1,3
sky130_fd_sc_hd__a221oi_2,4
sky130_fd_sc_hd__nor2_1,1
sky130_fd_sc_hd__ha_1,3
sky130_fd_sc_hd__xor2_1,1
sky130_fd_sc_hd__conb_1,1
sky130_fd_sc_hd__xnor2_1,1
sky130_fd_sc_hd__and2_4,1
sky130_fd_sc_hd__buf_6,2
sky130_fd_sc_hd__inv_1,6
sky130_fd_sc_hd__nor4b_1,1
sky130_fd_sc_hd__buf_4,7
sky130_fd_sc_hd__edfxtp_1,9
sky130_fd_sc_hd__a21boi_1,5
## metal layers
layer / vias up / global-route usage (%) / part of all wire (%)
met2: 13 / 6.26 / 47
li1: 199 / - / -
met1: 173 / 5.12 / 42
met5: - / 0 / 0
met3: 4 / 2.16 / 8.2
met4: 0 / 1.23 / 2.5
## where the power goes
part / switching, mW / leakage (nW) / total (mW) / internal, mW
clock network: 0.0827 / 0.0150 / 0.200 / 0.117
logic: 0.0659 / 0.259 / 0.144 / 0.0783
registers: 0.00519 / 0.0852 / 0.341 / 0.336
total: 0.154 / 0.360 / 0.685 / 0.532
## stage by stage
step	hold WS, ns	power, mW	cells	TNS (ns)
after floorplan	0.468	0.424	54	-0.00256
final	0.600	0.685	115	0
after global routing	0.643	0.735	115	0
after detailed placement	0.608	0.476	111	-4.77
after global placement	0.605	0.477	111	-4.64
after CTS	0.614	0.699	115	0
Power is estimated from default activity; no workload was simulated.
