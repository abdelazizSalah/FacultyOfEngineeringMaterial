===== design/flow/config.mk =====
export PLATFORM = sky130hd
export DESIGN_NAME = Radix4BoothMultiplier
export DESIGN_NICKNAME = Radix4BoothMultiplier
export VERILOG_FILES = /design/flow/design.v
export SDC_FILE = /design/flow/constraint.sdc
export NUM_CORES = 4
export LEC_CHECK = 1
export CORE_UTILIZATION = 30

===== design/flow/constraint.sdc =====
current_design Radix4BoothMultiplier

set clk_period 46.2
set clk_io_pct 0.2

create_clock -name clk0 -period $clk_period

set non_clock_inputs [all_inputs -no_clocks]
set_input_delay [expr $clk_period * $clk_io_pct] -clock clk0 $non_clock_inputs
set_output_delay [expr $clk_period * $clk_io_pct] -clock clk0 [all_outputs]

===== design/flow/design.v =====
module Radix4BoothMultiplier (
     multiplicand,multiplier,product 
);
    input [31 : 0] multiplicand, multiplier; 
    output reg [63: 0] product ;
    reg [31:0] multiplicandReg , multiplierReg; 
    reg [2:0] coderReg[15:0]  ;  
    reg [63:0] subRes[15:0]  ;  
    reg [31:0] compMultiplicand;  
    reg[1:0] Sign;  
    integer  i , j;
    always @(*) begin
        compMultiplicand = ~multiplicand + 1;
        multiplicandReg = multiplicand; 
        multiplierReg = multiplier; 
        Sign = 2'b0;
        product = 64'b0;
        for(i = 0 ; i < 16 ; i = i + 1) begin
            subRes[i] = 64'b0;
            coderReg[i] = 3'b0; 
        end
        Sign[1] = multiplicand[31]; 
        for (i = 0 ; i < 16 ; i = i + 1 ) begin
            if( i == 0) begin
                case ({multiplier[1:0], 1'b0})
                    3'b000: coderReg[i] = 3'b000;  
                    3'b111: coderReg[i] = 3'b000;  
                    3'b001: coderReg[i] = 3'b001;  
                    3'b010: coderReg[i] = 3'b001;  
                    3'b101: coderReg[i] = 3'b101;  
                    3'b110: coderReg[i] = 3'b101;  
                    3'b011: coderReg[i] = 3'b010;  
                    3'b100: coderReg[i] = 3'b110;  
                    default: 
                    coderReg[i] = 3'b000 ;
                endcase
            end else begin
                if({multiplier[(2*i) + 1],multiplier[(2*i)], multiplier[(2*i) - 1] } == 3'b000) begin
                    coderReg[i] = 3'b000;
                end
                if({multiplier[(2*i) + 1],multiplier[(2*i)], multiplier[(2*i) - 1] } == 3'b111) begin
                    coderReg[i] = 3'b000;
                end
                if({multiplier[(2*i) + 1],multiplier[(2*i)], multiplier[(2*i) - 1] } == 3'b001) begin
                    coderReg[i] = 3'b001;
                end
                if({multiplier[(2*i) + 1],multiplier[(2*i)], multiplier[(2*i) - 1] } == 3'b010) begin
                    coderReg[i] = 3'b001;
                end
                if({multiplier[(2*i) + 1],multiplier[(2*i)], multiplier[(2*i) - 1] } == 3'b101) begin
                    coderReg[i] = 3'b101;
                end
                if({multiplier[(2*i) + 1],multiplier[(2*i)], multiplier[(2*i) - 1] } == 3'b110) begin
                    coderReg[i] = 3'b101;
                end
                if({multiplier[(2*i) + 1],multiplier[(2*i)], multiplier[(2*i) - 1] } == 3'b100) begin
                    coderReg[i] = 3'b110;
                end
                if({multiplier[(2*i) + 1],multiplier[(2*i)], multiplier[(2*i) - 1] } == 3'b011) begin
                    coderReg[i] = 3'b010;
                end
            end
        end
        for (i =0 ; i < 16 ; i = i + 1) begin 
            j = (32 - (2 * i)) ;
            case (coderReg[i])
                3'b001: subRes[i] = {{32{multiplicandReg[31]}},multiplicandReg} <<       (2*i);  
                3'b101: subRes[i] = {{32{compMultiplicand[31]}},compMultiplicand} <<     (2*i);  
                3'b110: subRes[i] = {{32{compMultiplicand[31]}},compMultiplicand} <<(1 + (2*i));  
                3'b010: subRes[i] = {{32{multiplicandReg[31]}},multiplicandReg} <<(1 +   (2*i));  
                3'b000: subRes[i] = 64'b0;  
                default: 
                subRes[i] = 64'b0;
            endcase
        end
        for (i = 0 ; i < 16 ; i = i + 1) begin
            product = product + subRes[i];
        end
    end
endmodule

===== design/flow/run.sh =====
#!/bin/bash
# OpenROAD 26Q1-2900-gdf79404cd8, Yosys 0.63+post, stock flow scripts
make -C /OpenROAD-flow-scripts/flow DESIGN_CONFIG=/design/flow/config.mk WORK_HOME=/design/flow/orfs finish

==> results.txt <==
The full implementation flow was run.

For this run, the register share of the synthesized area comes to 0%. Compared with the post-synthesis result, the final layout area differs by 8.86%. The die is ~330 µm wide. The proportion of synthesized area in mux cells stands at less than 1%. The number of antenna violations at the first check in global routing stands at 3.

The total cells reported by yosys after synthesis stands at 4152. Global routing finished with a remaining overflow of 0. Max-cap violations in this run came to 0. The routed layout has 30220 vias. Summing all flip-flop and latch instances after layout gives 0 µm². The total die size stands at 108000 µm². The final cell area excluding filler cells stands at 34800 µm². The flop count stands at 0.

Looking at the gate-level netlist, the highest instance count belongs to sky130_fd_sc_hd__inv_1. Prior to clock tree synthesis, the placed netlist has a worst setup slack of between 15 and 20 ns. After detailed placement, the total cell area comes to 34800 µm². Across the VDD grid, the largest voltage drop is 410 µV. According to the report, the first pass of detailed routing completed in 31 iterations. Per the timing report, the biggest fanout along the worst path comes to 18. STA reports the tightest min-delay check as being of type primary input to output port. The fmax stands at 33.2 MHz. The critical path in the final layout is reported with a setup slack of 16.09 ns. STA classifies the critical path endpoint as an output port. Among all stages on the critical path, the largest delay is contributed by sky130_fd_sc_hd__o21ai_0. met2 track demand over resource after global routing is ~40%. The count of antenna-violating nets left after detailed routing stands at 0. Endpoints with negative setup slack in the final report add up to 0. Of the cells placed in the final design, the portion with a size suffix greater than 1 is 7.78%. The mean routed wirelength per cell stands at 26.2 µm. The final cycle utilization of the critical path stands at 65.2%. The synthesized netlist has a Yosys-reported chip area of 32000 µm².

The synthesis run shows the most used standard cells to be 527 x sky130_fd_sc_hd__inv_1, 517 x sky130_fd_sc_hd__fa_1, 504 x sky130_fd_sc_hd__nand2_1. The total of clock buffers placed in the layout stands at 0. The max-slew violation count stands at 0. The worst setup path is launched from a primary input. The number of top-level pins stands at 128.

The most numerous cell type found on the critical path is sky130_fd_sc_hd__fa_1. The post-synthesis average cell area stands at a little under 8 µm². The top cell type's share of synthesized area stands at around a third.

The area of the mapped netlist stands at 32000 µm². Data on the critical path is required at its endpoint by 36.96 ns. Per the detail_route report, DRC violations left total 0.

The final-layout setup total negative slack stands at 0 ns. After floorplanning, the core was divided into 119 placement rows. The number of global-route vias before repair stands at 30491. Among all stages on the critical path, the maximum delay recorded is 0.65 ns.

The worst path in the final design needs a cycle of 30.11 ns, including I/O delays and setup. The floorplan core density stands at a little over 30%. The gate count after technology mapping stands at 4152.

The internal power stands at ~2.3 mW. The synthesized netlist devotes 18.9% of its cell area to compound gates. Switching power as a fraction of the total was reported as between 50% and 60%.

The chip height stands at 329 µm. The wire length recorded after detailed routing is 143000 µm. The first global-routing pass estimated 209000 µm of wire. Global routing consumed, on the met1 layer, a little over a third of the routing resources. The flow reported a cell area power density of 137 nW/µm². After clock tree synthesis, the repair step resized 0 gates.

Summed over all nets, the half-perimeter wirelength after detailed placement is between 100000 and 150000 µm. The via density per instance stands at 5.54. Synthesis instantiated 70 different standard cells from the library. The total routing usage reported by global routing stands at between 20% and 30%. The met3 routing resource usage after global routing stands at 11.7%. The worst slew margin relative to its limit stands at 42.7%. The leakage component of the power was reported as 16.4 nW. The flow ran to the end, and the final reports show no timing, DRC or antenna violations. The synthesized netlist devotes 14.5% of its cell area to XOR and XNOR gates. Looking at the setup timing report, the critical path kind is primary input to output port. The largest net degree at the start of global routing stands at just over 50. The synthesis report lists the Yosys warning total as 3. met2 is the most crowded layer. After synthesis, the cell types taking the most area are sky130_fd_sc_hd__fa_1 32%, sky130_fd_sc_hd__xor2_1 7.8%, sky130_fd_sc_hd__xnor2_1 6.7%. Setup repair after global routing left no endpoint under its margin. After clock tree synthesis, the flow added hold-fix buffers numbering 0. The slew at the pin closest to its max-slew limit stands at about 0.86 ns. The area of the core stands at ~110000 µm². The basic-gate share of the synthesized area counting and, or, nand and nor cells stands at around 17%.

The count of warning messages emitted by the tools stands at 47. Per the synthesis report, the dominant area consumer among library cells is sky130_fd_sc_hd__fa_1. The port buffer count stands at around 130. The analysis attributes to net switching a power of about 2.4 mW. Data on the critical path arrives at its endpoint at 20.87 ns.

For reference, full adder, half adder and majority cells occupy roughly two fifths of the area reported after synthesis. In the final report, the number of hold violations comes to 0. In this run the post-CTS setup repair buffer count came out at 0. The number of DRC markers after the initial detailed-route iteration stands at 2701.

By area, the combinational part of the netlist is dominated by adder cells. The routability congestion estimate stands at roughly 1.0.
stage by stage:
step	power, mW	instances	hold WS (ns)	utilization, %
after global placement	4.86	5455	19.53	33.0
after global routing	5.42	5455	19.57	33.0
final	4.77	5457	19.54	33.0
after detailed placement	4.87	5455	19.54	33.0
after floorplan	2.74	4152	18.80	-
after CTS	4.90	5455	19.54	33.0
area by class of cell:
| class | instances | area (µm²) |
|---|---|---|
| antenna | 2 | 5.00 |
| fill | 11041 | 70700 |
| inverter | 530 | 1990 |
| multi-input combinational | 3243 | 28600 |
| tap | 1391 | 1740 |
| timing repair buffer | 291 | 2500 |
layout by cell type (no fill, tap or decap), drive strengths merged, types with 9 or more instances in the layout:
cell type,netlist,final
inv,528,528
fa,517,517
nand2,505,505
nor2,408,408
xor2,286,286
xnor2,244,244
a22oi,235,235
a22o,188,188
buf,65,164
ha,159,159
or2,128,128
clkdlybuf4s50,0,127
a221oi,114,114
o21ai,96,96
or3,60,60
a21oi,58,58
a21o,38,38
nor3,30,30
and2,19,19
nand3,17,17
nand2b,14,14
and3,11,11
a31oi,10,10
nand4,9,9
power groups by stage:
stage                 registers [mW]  logic, mW  clock network, mW
after CTS                          0       4.90                  0
after global routing               0       5.42                  0
cells by family after synthesis:
kind of cell,Yosys count
buffers and inverters,909
AOI/OAI and AO/OA,800
muxes,9
xor gates and xnor gates,530
adders and majority gates,676
and+or+nand+nor,1228
layer usage:
layer	up-vias	part of all wire, %
li1	13290	-
met1	14752	38
met2	1773	43
met3	401	13
met4	4	6.5
met5	-	0.099
path summary, 6_finish.rpt:
path	cells past startpoint	startpoint	slack, ns	to
setup / recovery	34	multiplicand[1]	16.09	product[63]
hold / removal	4	multiplier[0]	19.54	product[0]
critical path, delay by kind of cell:
family | cells | cell delay [ns]
xor gates and xnor gates | 2 | 0.63
AOI/OAI and AO/OA | 9 | 2.67
and+or+nand+nor | 9 | 2.39
buffers and inverters | 6 | 2.38
adders and majority gates | 8 | 3.51
No activity file was given, so power comes from the tool's default toggle rates.
